## flow/config.mk

```make
export PLATFORM = sky130hd
export DESIGN_NAME = RegisterFile
export DESIGN_NICKNAME = RegisterFile
export VERILOG_FILES = /design/flow/design.v
export SDC_FILE = /design/flow/constraint.sdc
export NUM_CORES = 4
export LEC_CHECK = 1
export CORE_UTILIZATION = 30
```

## flow/constraint.sdc

```tcl
current_design RegisterFile

set clk_period 11.7
set clk_io_pct 0.2

create_clock -name clk0 -period $clk_period [get_ports {clk}]

set non_clock_inputs [all_inputs -no_clocks]
set_input_delay [expr $clk_period * $clk_io_pct] -clock clk0 $non_clock_inputs
set_output_delay [expr $clk_period * $clk_io_pct] -clock clk0 [all_outputs]
```

## flow/design.v

```verilog
module RegisterFile(input	reset,
                    input clk,
                    input [4:0] rs1,           
                    input [4:0] rs2,           
                    input [4:0] rd,            
                    input [31:0] rd_din,       
                    input write_enable,           
                    output [31:0] rs1_dout,    
                    output [31:0] rs2_dout,
                    output [31:0]rf17);   
  integer i;
  reg [31:0] rf[0:31];
assign rf17=rf[17];
assign rs1_dout=rf[rs1];
assign rs2_dout=rf[rs2];
always @(posedge clk) begin
    if(write_enable && rd != 0)begin
    rf[rd]<=rd_din;
  end
end
  always @(posedge clk) begin
    if (reset) begin
      for (i = 0; i < 32; i = i + 1)
        rf[i] = 32'b0;
      rf[2] = 32'h2ffc;  
    end
  end
endmodule
```

## flow/run.sh

```bash
#!/bin/bash
# OpenROAD 26Q1-2900-gdf79404cd8, Yosys 0.63+post, stock flow scripts
make -C /OpenROAD-flow-scripts/flow DESIGN_CONFIG=/design/flow/config.mk WORK_HOME=/design/flow/orfs finish
```

==> results.toml <==
# generated from flow reports
[run_status]
status = "complete, no violations"

[timing]
slew_viol_final = 0
setup_tns_ps = 0
hold_viol = 0
clock.fmax_ghz = 0.117
tightest_slew_ps = 891
fin_crit_ps = 8570
rsz0062_at_grt = "no"
fin_hold_ws_ps = 2300
slew_headroom_pct = 40.3
period_used_pct = 73.2
finalSetupViolCount = 0

[global_route]
grt_max_degree = 87
antenna_found_initial = 8
grt_pass1_wl_mm = 279
grt_pass1_vias = 38600
grt-ovfl-total = 0
track_usage_pct = 21.8

[clocking]
post-cts-setup-buffers = 0
path_clk_slew_ps = 70
cts_resized = 0
clockBufferDepth = 3
htree_levels = 3
numCtsBuffers = 102
cts_sinks = 1024
cts_tree = "built"
root_buffer = "clkbuf_16"
cts_hold_buf = 0

[setup_path]
cp_max_fo = 85
critPathCaptureType = "primary output"
critPathCapture = "rs2_dout[3]"
path_buffers = 4
required_ps = 9360
cp-start-kind = "primary input"
cp_num_cells = 9
cp_common_cell = "clkdlybuf4s50_1"
path_class = "in2out"
cpPeakStageDelay_ps = 720
crit_path_top_delay_cell = "buf_4"
worstPathArrival_ps = 6230
crit_chain = "clkdlybuf4s50_1 > nor2b_4 > buf_12 > buf_4 > a22o_1 > nor3_1 > a31oi_1 > nand3_1 > clkdlybuf4s50_1"
startpoint = "rs2[0]"
cp_top_family = "buffers and inverters"

[power]
p_clk_share_pct = 36.4
p_int_mw = 6.38
p_sw_mw = 2.26
power_density_nw_per_um2 = 138
seqPwrFrac_pct = 50.4
p_leak_nw = 23.9
swShare_pct = 26.2
ir_drop_uv = 110
pwr-share-comb_pct = 13.1

[yosys]
yosys_area_um2 = 55900
synth-edff-count = 1024
synth-cells-yosys = 4603
synth_cells = 4603
numSynthFlops = 1024
xor_area_share_pct = 0
ys_sh_simple_pct = 15.6
topCombFamilyByArea = "multiplexers"
mux_share_pct = 18.3
ys_seq_share_pct = 55.0
synth-compound-area-share_pct = 7.01
synthDistinctLibCells = 27
postSynthAreaPerCell_um2 = 12.2
async_reset_ff_share_pct = 0
syn-cell-area_um2 = 55900
synth_adder_area_share_pct = 0
flop_cell = "edfxtp_1"
yosysWarnings = 1

[floorplanning]
num_rows = 158
fp-utilization_pct = 30.2
dieArea_um2 = 188000
ioPinCount = 146
core_um2 = 185000
fp.dieH_um = 434
die_w_um = 434

[routing]
drcViolationCount = 0
ant_nets = 0
drt_iter0_markers = 2628
firstDrtPassIters = 5
routedWlPerCell_um = 27.5
via_per_inst = 5.29
wirelength_mm = 197
vias = 37900

[final_layout]
largestRegisters = "rf x1024"
layout-drive-gt1-share_pct = 7.86
syn_to_final_growth_pct = 12.3
top_register = "rf"
largest_reg_flops = 1024
fin_area_um2 = 62800
lay_top_cells = "mux2i_1, edfxtp_1, and2_1"

[flow_run]
tool_warnings = 26
drv_cap = 0

[placement]
portBuffers = 145
place_area_um2 = 59700
gp_congestion = 0.923
dpl.hpwl_mm = 115

[worst_hold_path]
worstHoldPathType = "in2reg"
kinds of logic after synthesis:
| kind of cell | after synthesis |
|---|---|
| compound gates | 576 |
| buf+inv | 447 |
| flops | 1024 |
| mux | 1024 |
| other cells | 1 |
| simple gates | 1531 |
cell type report:
class,count,area (um^2)
multi-input cells,3163,23100
clock inverters,49,405
fillers,17800,122000
repair buffers,302,2740
clock buffers,129,2650
diodes,9,22.5
well taps,2480,3100
flip-flops and latches,1024,30700
per-layer routing:
| metal | global-route usage, % | up-vias | routed length (um) |
|---|---|---|---|
| met5 | 0.468 | - | 115 |
| met4 | 10.0 | 4 | 11400 |
| met3 | 10.1 | 445 | 21900 |
| met2 | 34.5 | 1952 | 93500 |
| met1 | 25.5 | 18700 | 70200 |
| li1 | - | 16800 | - |
cells in the mapped netlist, types with 5 or more instances:
cell / number / area [um^2]
or3_1: 12 / 75.1
buf_1: 21 / 78.8
a21oi_1: 192 / 961
buf_4: 64 / 480
buf_2: 74 / 370
clkbuf_1: 230 / 863
nor2_1: 21 / 78.8
nor2_2: 13 / 81.3
and2_1: 983 / 6150
mux2i_1: 1024 / 10200
nand2_1: 195 / 732
or2_2: 33 / 206
nor3_1: 64 / 320
a31oi_1: 64 / 400
nand3_1: 194 / 971
a22oi_1: 192 / 1440
nand3b_1: 5 / 37.5
clkbuf_2: 24 / 120
edfxtp_1: 1024 / 30700
a22o_1: 128 / 1120
buf_6: 30 / 338
worst min path at each step:
stage / depth (start not counted) / start / to / slack, ps
finish: 2 / reset / rf[0][8] / 2300
global route: 2 / reset / rf[0][7] / 2320
CTS: 2 / reset / rf[0][8] / 2270
power by group through the flow:
stage / Sequential [mW] / Combinational (mW) / Clock [mW]
finish: 4.36 / 1.13 / 3.15
global route: 4.39 / 1.19 / 3.31
CTS: 4.36 / 1.13 / 3.19
metrics by stage:
stage / power [mW] / setup WS (ps) / util [%] / cells
6_report: 8.65 / 3130 / 33.9 / 7156
2_1_floorplan: 5.04 / 5970 / - / 4634
3_3_place_gp: 5.55 / 3220 / 32.2 / 6969
3_5_place_dp: 5.56 / 3280 / 32.2 / 6969
4_1_cts: 8.67 / 3260 / 33.9 / 7147
5_1_grt: 8.89 / 3030 / 33.9 / 7147
Power figures rest on the tool's default switching activity, not on a simulated workload.
