$ cat flow/design.v
`timescale 1ns / 1ps
module ALU(
    alu_op,       
    alu_in_1,     
    alu_in_2,     
    alu_result,   
    alu_bcond      
    );
    input [4:0]alu_op;
	input [31:0] alu_in_1;
	input [31:0] alu_in_2;
	output reg [31:0] alu_result;
	output reg alu_bcond;
	always @(*) begin
	   alu_result = 0;
	   alu_bcond = 0;
	   if(alu_op==5'b00001||alu_op==5'b00110||alu_op==5'b00111||alu_op==5'b01000||alu_op==5'b01110) begin
	       alu_result = alu_in_1+alu_in_2;
	   end
	   else if(alu_op==5'b00010) begin
	       if(alu_in_1==alu_in_2) begin
	           alu_bcond = 1;
	       end
	       else begin
	           alu_bcond = 0;
	       end
	   end
	   else if(alu_op==5'b00011) begin
	       if(alu_in_1!=alu_in_2) begin
	           alu_bcond = 1;
	       end
	       else begin
	           alu_bcond = 0;
	       end
	   end
	   else if(alu_op==5'b00100) begin
	       if(alu_in_1<alu_in_2) begin
	           alu_bcond = 1;
	       end
	       else begin
	           alu_bcond = 0;
	       end
	   end
	   else if(alu_op==5'b00101) begin
	       if(alu_in_1>=alu_in_2) begin
	           alu_bcond = 1;
	       end
	       else begin
	           alu_bcond = 0;
	       end
	   end
	   else if(alu_op==5'b01001||alu_op==5'b10001) begin
	       alu_result = alu_in_1^alu_in_2;
	   end
	   else if(alu_op==5'b01010||alu_op==5'b10011) begin
	       alu_result = alu_in_1|alu_in_2;
	   end
	   else if(alu_op==5'b01011||alu_op==5'b10100) begin
	       alu_result = alu_in_1&alu_in_2;
	   end
	   else if(alu_op==5'b01100||alu_op==5'b10000) begin
	       alu_result = alu_in_1<<alu_in_2;
	   end
	   else if(alu_op==5'b01101||alu_op==5'b10010) begin
	       alu_result = alu_in_1>>alu_in_2;
	   end
	   else if(alu_op==5'b01111) begin
	       alu_result = alu_in_1-alu_in_2;
	   end
	end
endmodule
$ cat flow/config.mk
export PLATFORM = sky130hd
export DESIGN_NAME = ALU
export DESIGN_NICKNAME = ALU
export VERILOG_FILES = /design/flow/design.v
export SDC_FILE = /design/flow/constraint.sdc
export NUM_CORES = 4
export LEC_CHECK = 1
export CORE_UTILIZATION = 50
$ cat flow/run.sh
#!/bin/bash
# OpenROAD 26Q1-2900-gdf79404cd8, Yosys 0.63+post, stock flow scripts
make -C /OpenROAD-flow-scripts/flow DESIGN_CONFIG=/design/flow/config.mk WORK_HOME=/design/flow/orfs finish
$ cat flow/constraint.sdc
current_design ALU

set clk_period 16.4
set clk_io_pct 0.2

create_clock -name clk0 -period $clk_period

set non_clock_inputs [all_inputs -no_clocks]
set_input_delay [expr $clk_period * $clk_io_pct] -clock clk0 $non_clock_inputs
set_output_delay [expr $clk_period * $clk_io_pct] -clock clk0 [all_outputs]
==> report_table.html <==
<h3>Flow metrics</h3>
<table>
<tr><th>Metric</th><th>Value</th></tr>
<tr><th colspan="2">Synthesis</th></tr>
<tr><td>Ys cells</td><td>1,326</td></tr>
<tr><td>Post-synthesis instance area</td><td>8630 sq um</td></tr>
<tr><td>Count of mapped cells out of synthesis</td><td>1,326</td></tr>
<tr><td>Sequential-to-total area share from yosys stat</td><td>0</td></tr>
<tr><td>Mean area per synthesized cell</td><td>6.51 sq um</td></tr>
<tr><td>Yosys warnings</td><td>1</td></tr>
<tr><td>Post-synthesis cell type with the largest combined area</td><td>ha_1</td></tr>
<tr><td>Number of distinct standard cells referenced by the synthesized netlist</td><td>81</td></tr>
<tr><td>Yosys top cell area share</td><td>0.139</td></tr>
<tr><td>Chip area estimate from yosys synthesis</td><td>8630 sq um</td></tr>
<tr><td>Ranking of synthesized cells by area</td><td>ha_1, mux2i_1, a21oi_1, nor2_1, o21ai_0</td></tr>
<tr><th colspan="2">Hold path</th></tr>
<tr><td>Worst Hold Path Cells</td><td>5</td></tr>
<tr><td>Hold Path End</td><td>alu_result[1]</td></tr>
<tr><td>Type of the worst min-delay path</td><td>in -&gt; out</td></tr>
<tr><td>Startpoint of the tightest hold check path</td><td>alu_in_2[1]</td></tr>
<tr><th colspan="2">Cells and area</th></tr>
<tr><td>Sequential cell area</td><td>0 sq um</td></tr>
<tr><td>Sequential cell count</td><td>0</td></tr>
<tr><td>Clock Buffer Count</td><td>0</td></tr>
<tr><td>Most numerous logic cells after layout</td><td>nor2_1, nand2_1, a21oi_1</td></tr>
<tr><td>Share of post-route cells with drive strength above 1</td><td>0.0672</td></tr>
<tr><td>Final Util</td><td>0.578</td></tr>
<tr><td>Leading cell type in the layout, fill and taps excluded</td><td>nor2_1</td></tr>
<tr><td>P&amp;R area growth vs syn</td><td>11.8%</td></tr>
<tr><th colspan="2">Die</th></tr>
<tr><td>Standard-cell rows</td><td>47</td></tr>
<tr><td>Width of the die</td><td>133 um</td></tr>
<tr><td>Vertical die dimension</td><td>133 um</td></tr>
<tr><td>Initial cell density of the core</td><td>0.517</td></tr>
<tr><td>Boundary pin count</td><td>102</td></tr>
<tr><td>Floorplan die area</td><td>17,800 sq um</td></tr>
<tr><td>Core Area</td><td>16,700 sq um</td></tr>
<tr><th colspan="2">Routing</th></tr>
<tr><td>Total number of vias</td><td>10.8k</td></tr>
<tr><td>Number of design-rule violations left by the first detailed-router iteration</td><td>1,230</td></tr>
<tr><td>Ant. Diodes</td><td>0</td></tr>
<tr><td>Count of nets left with antenna violations after detail routing</td><td>0</td></tr>
<tr><td>Average wire length per cell after detail routing</td><td>25.4 um</td></tr>
<tr><td>Number of optimization iterations in the first detailed-route pass</td><td>7</td></tr>
<tr><td>Ratio of routed vias to standard cells</td><td>6.89</td></tr>
<tr><td>Sum of routed wire length over all layers</td><td>40,000 um</td></tr>
<tr><td>Detail Route met3 WL</td><td>3970 um</td></tr>
<tr><td>Detail Route met2 WL</td><td>17,700 um</td></tr>
<tr><td>Top layer reached by signal wires</td><td>met4</td></tr>
<tr><td>Met1 wire length</td><td>15,700 um</td></tr>
<tr><td>DRC violations left</td><td>0</td></tr>
<tr><th colspan="2">STA</th></tr>
<tr><td>Post-layout min period</td><td>11,000 ps</td></tr>
<tr><td>Unrepaired setup endpoints after global routing</td><td>no</td></tr>
<tr><td>Relative slew slack</td><td>0.413</td></tr>
<tr><td>Final Max-Slew Violation Tally</td><td>0</td></tr>
<tr><td>Actual slew at the worst max-slew pin</td><td>874 ps</td></tr>
<tr><td>Achievable frequency</td><td>90.9 MHz</td></tr>
<tr><td>Cycle use final</td><td>0.671</td></tr>
<tr><td>Final hold violation count</td><td>0</td></tr>
<tr><td># setup viols final</td><td>0</td></tr>
<tr><td>Final total negative setup slack</td><td>0 ps</td></tr>
<tr><th colspan="2">Placement</th></tr>
<tr><td>Count of buffers from port buffering</td><td>102</td></tr>
<tr><td>Detail Placement HPWL</td><td>30,900 um</td></tr>
<tr><td>GPL Wtd Cong</td><td>1.08</td></tr>
<tr><th colspan="2">Status</th></tr>
<tr><td>Outcome</td><td>complete, no violations</td></tr>
<tr><th colspan="2">Pwr</th></tr>
<tr><td>Internal power consumption</td><td>130 uW</td></tr>
<tr><td>Max rail drop VDD</td><td>0.0319 mV</td></tr>
<tr><td>Combinational Power Share</td><td>1.000</td></tr>
<tr><td>Sequential fraction of design power</td><td>0</td></tr>
<tr><td>Power share of the clock group</td><td>0</td></tr>
<tr><td>Switching power</td><td>193 uW</td></tr>
<tr><td>Pleak</td><td>0.00407 uW</td></tr>
<tr><td>Switching share of total power</td><td>0.597</td></tr>
<tr><td>Cell area power density</td><td>33.5 nW/um^2</td></tr>
<tr><td>Total power draw</td><td>323 uW</td></tr>
<tr><th colspan="2">CTS</th></tr>
<tr><td>Count of cells resized by post-cts repair</td><td>0</td></tr>
<tr><td>Number of buffers added to fix hold violations after cts</td><td>0</td></tr>
<tr><td>Post-CTS setup buffer count</td><td>0</td></tr>
<tr><th colspan="2">Critical path</th></tr>
<tr><td>Critical path fanouts, max</td><td>58</td></tr>
<tr><td>Critical path required time</td><td>13,120 ps</td></tr>
<tr><td>Worst setup SP type</td><td>input port</td></tr>
<tr><td>Data arrival at the endpoint of the critical path</td><td>7720 ps</td></tr>
<tr><td>Worst Path Class, Setup</td><td>in -&gt; out</td></tr>
<tr><td>Endpoint kind of the worst setup timing path</td><td>primary output</td></tr>
<tr><th colspan="2">Run</th></tr>
<tr><td>Max_cap viols</td><td>0</td></tr>
<tr><td>Number of warnings the tools reported</td><td>97</td></tr>
<tr><th colspan="2">Global route</th></tr>
<tr><td>Remaining global-route overflow</td><td>0</td></tr>
<tr><td>Total routing usage reported by global routing</td><td>0.454</td></tr>
<tr><td>First-pass GRT wire length</td><td>60,200 um</td></tr>
<tr><td>Antenna violations before repair</td><td>0</td></tr>
<tr><td>Via count of the first global-routing pass</td><td>9,837</td></tr>
<tr><td>Pin count of the biggest net entering global routing</td><td>65</td></tr>
</table>
-- power by group through the flow --
stage / Combinational, uW / Sequential (uW) / Clock, uW
CTS: 314 / 0 / 0
global route: 346 / 0 / 0
finish: 323 / 0 / 0
-- per-stage QoR --
stage               hold WS [ps]  cells  setup slack, ps  instance area, sq um
global route                7710   1574             5070                  9650
CTS                         7630   1574             5500                  9650
global placement            7620   1574             5460                  9650
floorplan                   6760   1326             6420                  8630
finish                      7630   1574             5400                  9650
detailed placement          7620   1574             5500                  9650
-- cell type report --
class,count,area [sq um]
Fill cell,1625,7050
Tap cell,220,275
Multi-Input combinational cell,1133,7840
Inverter,96,360
Timing Repair Buffer,125,1180
-- cell usage after synthesis, types with 12 or more instances --
library cell	instances
o21ai_0	101
mux4_2	16
a221o_1	12
clkbuf_1	52
o211ai_1	17
mux2_2	22
or3_1	13
a221oi_1	13
o22ai_1	25
o221ai_1	18
ha_1	96
a21oi_1	121
xnor2_1	15
nand2b_1	17
nor2_1	145
nor2b_1	14
mux2i_1	61
nand3_1	18
nor3_1	39
a31oi_1	15
nand2_1	129
buf_2	24
a211oi_1	21
o21bai_1	13
inv_1	92
nor4_1	16
o31ai_1	14
a21o_1	20
-- how the worst max path moves through the flow --
stage,slack [ps],startpoint,cells past startpoint,endpoint
final,5400,alu_in_2[2],16,alu_result[30]
after global routing,5070,alu_in_2[2],15,alu_result[31]
after CTS,5500,alu_in_2[2],15,alu_result[31]
-- layer usage --
metal | vias to the layer above | GRT usage
li1 | 4945 | -
met3 | 134 | 0.0703
met5 | - | 0
met2 | 742 | 0.707
met1 | 5027 | 0.602
met4 | 0 | 0.251
-- worst max-delay path, stage by stage --
cell and delay [ps]:
buf_2 70, buf_4 470, clkinv_1 130, buf_4 320
ha_1 550, o21bai_1 140, a221o_1 340, a211o_1 350
o21ai_1 280, o2bb2ai_1 230, o211ai_1 280, a21oi_1 210
nor2_1 60, or3_1 310, a22oi_1 160, clkdlybuf4s50_1 480
-- cell families after synthesis --
logic type                 count (synthesis)  share of synthesized area
AOI/OAI and AO/OA                        476                      0.365
and+or+nand+nor                          439                      0.235
buffers and inverters                    193                     0.0939
muxes                                     99                      0.141
adders and majority gates                 98                      0.144
xor gates and xnor gates                  21                     0.0213
No activity file was given, so power comes from the tool's default toggle rates.
